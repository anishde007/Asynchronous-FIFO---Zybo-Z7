==> /design/flow/design.v <==
`timescale 1ns / 1ps
module btn_deb(
    input clk_100MHz,
    input btn_in,
    output btn_out
    );
    reg t0, t1, t2;
    always @(posedge clk_100MHz) begin
        t0 <= btn_in;
        t1 <= t0;
        t2 <= t1;
    end
    assign btn_out = t2;
endmodule
`timescale 1ns / 1ps
module fifoclock(
    input clk_100MHz,
    input reset,
    output reg clk_10Hz,
    output reg clk_25Hz
    );
    reg [23:0] counter_reg = 0;
    always @(posedge clk_100MHz or posedge reset) begin
        if(reset) begin
            counter_reg <= 0;
            clk_10Hz <= 0;
            clk_25Hz <= 0;
        end
        else begin
            if(counter_reg == 9_999_999) begin
                counter_reg <= counter_reg + 1;
                clk_10Hz <= ~clk_10Hz;
            end
            else if(counter_reg == 2_499_999) begin
                counter_reg <= counter_reg + 1;
                clk_25Hz <= ~clk_25Hz;
            end
            else begin
                counter_reg <= counter_reg + 1;
            end
        end
    end
endmodule
`timescale 1ns / 1ps
module fifomem
#(
  parameter DATASIZE = 3,  
  parameter ADDRSIZE = 3   
)
(
  input   winc, wfull, wclk,
  input   [ADDRSIZE-1:0] waddr, raddr,
  input   [DATASIZE-1:0] wdata,
  output  [DATASIZE-1:0] rdata
);
  localparam DEPTH = 1<<ADDRSIZE; 
  logic [DATASIZE-1:0] mem [0:DEPTH-1];
  assign rdata = mem[raddr];
  always_ff @(posedge wclk)
    if (winc && !wfull)
      mem[waddr] <= wdata;
endmodule
`timescale 1ns / 1ps
module rptr_empty
#(
  parameter ADDRSIZE = 3
)
(
  input   rinc, rclk, rrst_n,
  input   [ADDRSIZE :0] rq2_wptr,
  output reg  rempty,
  output  [ADDRSIZE-1:0] raddr,
  output reg [ADDRSIZE :0] rptr
);
  reg [ADDRSIZE:0] rbin;
  wire [ADDRSIZE:0] rgraynext, rbinnext;
  always_ff @(posedge rclk or posedge rrst_n)
    begin
    if (rrst_n)
      {rbin, rptr} <= '0;
    else
      {rbin, rptr} <= {rbinnext, rgraynext};
    end
  assign raddr = rbin[ADDRSIZE-1:0];
  assign rbinnext = rbin + (rinc & ~rempty);
  assign rgraynext = (rbinnext>>1) ^ rbinnext;
  assign rempty_val = (rgraynext == rq2_wptr);
  always_ff @(posedge rclk or posedge rrst_n)
    if (rrst_n)
      rempty <= 1'b1;
    else
      rempty <= rempty_val;
endmodule
`timescale 1ns / 1ps
module sync_r2w
#(
  parameter ADDRSIZE = 3
)
(
  input   wclk, wrst_n,
  input   [ADDRSIZE:0] rptr,
  output reg  [ADDRSIZE:0] wq2_rptr 
);
  reg [ADDRSIZE:0] wq1_rptr;
  always_ff @(posedge wclk or negedge wrst_n)
    if (!wrst_n)
     {wq2_rptr,wq1_rptr} <= 0;
    else 
    {wq2_rptr,wq1_rptr} <= {wq1_rptr,rptr};
endmodule
`timescale 1ns / 1ps
module sync_w2r
#(
  parameter ADDRSIZE = 3
)
(
  input   rclk, rrst_n,
  input   [ADDRSIZE:0] wptr,
  output reg [ADDRSIZE:0] rq2_wptr
);
reg [ADDRSIZE:0] rq1_wptr;
always_ff @(posedge rclk or posedge rrst_n) 
    if (rrst_n) begin
      rq2_wptr <= 0;
      rq1_wptr <= 0;     
      end
    else
    begin
          {rq2_wptr,rq1_wptr} <= {rq1_wptr,wptr};
    end
endmodule
`timescale 1ns / 1ps
module async_fifo1
#(
  parameter DSIZE = 3,
  parameter ASIZE = 3
 )
(
  input clk_100MHz,
  input DIP2,DIP1,DIP0,DIP_R,butr,
  input read_btn,write_btn,reset,
  output  led3,led2,led1,led0,RGB_g,RGB_r
);
  wire [DSIZE-1:0] wdata = {DIP2,DIP1,DIP0}; 
  wire [ASIZE-1:0] waddr,  raddr;
  wire [ASIZE:0] wptr, rptr, wq2_rptr, rq2_wptr;
  wire winc,rinc;
  wire wclk,rclk;
  reg [DSIZE-1:0] rdata;
  reg wfull;
  reg  rempty;
  assign {led2,led1,led0} = rdata;
  assign wrst_n =DIP_R;
  assign RGB_g = wfull;
  assign RGB_r = rempty;
  assign led3 = DIP_R;
  btn_deb bd3(.clk_100MHz(clk_100MHz), .btn_in(reset), .btn_out(rrst_n));
  btn_deb bd5(.clk_100MHz(clk_100MHz), .btn_in(read_btn), .btn_out(rinc));
  btn_deb bd4(.clk_100MHz(clk_100MHz), .btn_in(write_btn), .btn_out(winc));
  fifoclock fclk(.clk_100MHz(clk_100MHz), .reset(butr), .clk_10Hz(wclk),.clk_25Hz(rclk));
  sync_r2w sync_r2w (.*);
  sync_w2r sync_w2r (.*);
  fifomem #(DSIZE, ASIZE) fifomem (.*);
  rptr_empty #(ASIZE) rptr_empty (.*);
  wptr_full #(ASIZE) wptr_full (.*);
endmodule
`timescale 1ns / 1ps
module wptr_full
#(
  parameter ADDRSIZE =3
)
(
  input   winc, wclk, wrst_n,
  input   [ADDRSIZE :0] wq2_rptr,
  output reg  wfull,
  output  [ADDRSIZE-1:0] waddr,
  output reg [ADDRSIZE :0] wptr
);
   reg [ADDRSIZE:0] wbin;
  wire [ADDRSIZE:0] wgraynext, wbinnext;
  always_ff @(posedge wclk or negedge wrst_n)
    if (!wrst_n)
      {wbin, wptr} <= '0;
    else
      {wbin, wptr} <= {wbinnext, wgraynext};
  assign waddr = wbin[ADDRSIZE-1:0];
  assign wbinnext = wbin + (winc & ~wfull);
  assign wgraynext = (wbinnext>>1) ^ wbinnext;
  assign wfull_val = (wgraynext=={~wq2_rptr[ADDRSIZE:ADDRSIZE-1], wq2_rptr[ADDRSIZE-2:0]});
  always_ff @(posedge wclk or negedge wrst_n)
    if (!wrst_n)
      wfull <= 1'b0;
    else
      wfull <= wfull_val;
endmodule
==> /design/flow/run.sh <==
#!/bin/bash
# OpenROAD 26Q1-2900-gdf79404cd8, Yosys 0.63+post, stock flow scripts
make -C /OpenROAD-flow-scripts/flow DESIGN_CONFIG=/design/flow/config.mk WORK_HOME=/design/flow/orfs finish
==> /design/flow/config.mk <==
export PLATFORM = sky130hd
export DESIGN_NAME = async_fifo1
export DESIGN_NICKNAME = async_fifo1
export VERILOG_FILES = /design/flow/design.v
export SDC_FILE = /design/flow/constraint.sdc
export NUM_CORES = 4
export LEC_CHECK = 1
export CORE_UTILIZATION = 50
==> /design/flow/constraint.sdc <==
current_design async_fifo1

set clk_period 4.2
set clk_io_pct 0.2

create_clock -name clk0 -period $clk_period [get_ports {clk_100MHz}]

set non_clock_inputs [all_inputs -no_clocks]
set_input_delay [expr $clk_period * $clk_io_pct] -clock clk0 $non_clock_inputs
set_output_delay [expr $clk_period * $clk_io_pct] -clock clk0 [all_outputs]
==> flow_results.org <==
#+TITLE: Synthesis and PnR summary

** Drt
- Post-DR vias/cell :: 5.04
- DRC violation total after the first TritonRoute iteration :: 68
- The final route contains 1773 vias.
- Antenna-violating nets left :: 0
- The final layout contains routed wiring with a total length of 5140 um.
- Diodes inserted :: 0
- The detailed router put a total of 2440 um of wire on met1.
- Amount of wire on met2 after detailed routing :: 2500 um
- Summed over all nets, wire length on met3 after detailed routing comes to 117 um.
- Remaining design rule violation count :: 0
- The pre-antenna-repair detailed-routing pass consisted of 4 iterations.
- Routed length per placed instance :: 14.6 um
- After detailed routing, no signal wire sits above met4.

** Critical path
- Together, buffers and inverters on the worst path number 3.
- Critical Path Source Type :: primary input
- Beginning of the critical path :: DIP_R
- At the worst endpoint, the arrival time is 2050 ps.
- Worst stage delay on the critical path :: 520 ps
- Critical-path cell with the highest stage delay :: sky130_fd_sc_hd__clkdlybuf4s50_1
- Looking at the setup timing report, the critical path kind is primary input to primary output.
- The report shows a maximum critical-path fanout of 17.
- By instance count, the cell type seen most on the critical path is sky130_fd_sc_hd__clkdlybuf4s50_1.
- Critical path data required time :: 3360 ps
- Cell breakdown of the critical path :: clkdlybuf4s50_1 > buf_4 > clkdlybuf4s50_1
- Looking at the reg2reg group, the worst path starts from fclk.counter_reg[0]$_DFF_PP0_.
- Element type at the critical path end :: primary output
- Among cell families on the critical path, the largest total delay comes from buffers and inverters.

** Global route
- Entering global routing, the biggest net connects 41 pins.
- The via count of the first global-routing pass came to 1753.
- Summed over all layers, the global routing overflow is 0.
- Number of antenna violations at the first check in global routing :: 0
- Overall routing resource usage recorded by global route was 15.8%.
- Global-route wire length before repair :: 8670 um

** Logic synthesis
- For this run the top cell type by instance count after synthesis was sky130_fd_sc_hd__dfrtp_1.
- Flop and latch count out of synthesis :: 91
- The share of the Yosys chip area taken by registers is 66.3%.
- Synth Cell Area :: 3550 um^2
- The biggest area contributor in the post-synthesis netlist is sky130_fd_sc_hd__dfrtp_1.
- Synth async-reset ratio :: 63.7%
- The area fraction of the largest cell type after synthesis is 40.2%.
- Commonest register cell after synthesis :: sky130_fd_sc_hd__dfrtp_1
- Counting every instance in the synthesized netlist gives 236.
- The area recorded from the Yosys report for this design is 3550 um^2.
- Mean post-synth cell area :: 15.0 um^2
- The synthesis log from Yosys contains 11 warnings.
- Cell count listed in synth_stat.txt :: 236
- Yosys mapped the design onto 38 distinct sky130hd cell types.
- For reference, the top cells by area after synthesis are sky130_fd_sc_hd__dfrtp_1, sky130_fd_sc_hd__edfxtp_1, sky130_fd_sc_hd__xnor2_1.
- Yosys mapped a number of flops with a built-in enable equal to 24.
- Top cell types by occurrence after synthesis :: sky130_fd_sc_hd__dfrtp_1, sky130_fd_sc_hd__xnor2_1, sky130_fd_sc_hd__edfxtp_1

** STA
- Worst path setup slack after routing :: 1310 ps
- Setup repair after global routing left no endpoint under its margin.
- The timer found 56 register pins that no clock reaches; their paths are not timed.
- Final setup violation count :: 0
- Number of unconstrained endpoints :: 85
- The final max-slew violation count recorded for this run is 0.
- Period utilisation layout :: 68.7%
- Minimum clock period :: 2890 ps
- Worst Tran Pin Value :: 596 ps
- Hold Vio Cnt, Final :: 0
- In the final run the clock tree shows a worst skew of 4.38 ps.
- For the final routed database, the setup TNS stands at 0 ps.
- Hold slack :: 328 ps
- Remaining max-slew budget at the tightest pin :: 60.2%
- Max Clock Freq :: 347 MHz

** Floorplan
- The floorplan step set the die height to 86.3 um.
- I/O pin cnt :: 15
- According to the floorplan log, the row count is 30.
- In the floorplan report the effective utilization is 52.0%.
- The core region is 6830 um^2.
- Die area :: 7440 um^2
- According to the floorplan report, the die width is 86.3 um.

** Clock tree
- Maximum count of clock buffers along a single path :: 2
- Post-cts repair resize count :: 0
- The CTS report gives the tree buffer count as 5.
- Clock insertion delay at the later pin of the skew report :: 280 ps
- CTS tree :: done
- Looking at the worst setup and hold paths, the clock pins of their registers show a slew of 70 ps.
- CTS H-tree depth :: 2
- Hold Buf Count CTS :: 0
- Clock Tree Root :: sky130_fd_sc_hd__clkbuf_8
- Post-CTS Setup Bufs :: 0

** Place
- Including well taps, the total number of placed cells is 344.
- The congestion estimate from routability-driven global placement came to 0.808.
- Port Buf Inserts :: 14
- Prior to clock tree synthesis, the placed netlist has a worst setup slack of 1290 ps.
- In the placement report, post-DP HPWL is listed as 3710 um.

** Run status
- Result of the run :: completed

** Flow run
- Tally of OpenROAD warnings :: 26
- Reported max-cap violation count :: 0

** Finish
- Layout area overhead :: 9.24%
- Core Util, Final :: 56.8%
- The count of cells in the finished layout, fillers not included, comes to 352.
- Per the final layout report, the fraction of cells sized above drive strength 1 comes to 10.9%.

** Power
- The report lists the power per cell area as 156 nW/um^2.
- Max VDD drop :: 0.272 mV
- Total leakage power :: 0.00158 uW

** Min path
- Worst min path class :: flop to flop
- In this run the most critical hold path is launched from bd3.t0$_DFF_P_.
## through the flow
step,area [um^2],power (uW)
CTS,3880,617
detailed placement,3800,388
global placement,3800,388
floorplan,3550,369
finish,3880,606
global route,3880,636
## worst paths after layout
path / endpoint / cells after the start / slack, ps
min: bd3.t1$_DFF_P_ / 0 / 330
min reg2reg: bd3.t1$_DFF_P_ / 0 / 330
max in group asynchronous: fclk.counter_reg[21]$_DFF_PP0_ / 3 / 3030
min in group asynchronous: fclk.counter_reg[3]$_DFF_PP0_ / 3 / 910
max reg2reg: fclk.counter_reg[18]$_DFF_PP0_ / 5 / 2570
max: led3 / 3 / 1310
## per-layer routing
layer | up-vias | track usage, %
met3 | 5 | 2.80
met4 | 0 | 1.67
met5 | - | 0
met1 | 886 | 26.5
li1 | 860 | -
met2 | 22 | 24.8
## logic make-up after synthesis
group | after synthesis | synth area share (%)
simple gates | 74 | 12.7
flops | 91 | 66.3
mux | 12 | 5.60
buf+inv | 8 | 1.34
compound gates | 2 | 0.352
xor+xnor | 44 | 12.0
fa+ha+maj | 5 | 1.76
## power by group
part	switching (uW)	leakage [uW]	total, uW	internal [uW]
sequential	0.798	0.00102	346	345
combinational	21.1	0.000524	34.6	13.5
clock	110	0.0000422	226	116
total	131	0.00158	606	475
## cell usage in the layout (no fill, tap or decap), types with 8 or more instances in the layout
cell type and instances:
sky130_fd_sc_hd__nor2_1 8, sky130_fd_sc_hd__nand3_1 8, sky130_fd_sc_hd__dfxtp_1 9, sky130_fd_sc_hd__clkdlybuf4s50_1 14
sky130_fd_sc_hd__xor2_1 14, sky130_fd_sc_hd__nand4_1 8, sky130_fd_sc_hd__dfrtp_1 57, sky130_fd_sc_hd__xnor2_1 27
sky130_fd_sc_hd__nand2_1 12, sky130_fd_sc_hd__edfxtp_1 24
## layout make-up
| class | count | area (um^2) |
|---|---|---|
| fill | 570 | 2950 |
| sequential | 91 | 2350 |
| multi-input combinational | 137 | 1150 |
| timing repair buffer | 17 | 163 |
| tap | 96 | 120 |
| clock buffer | 7 | 76.3 |
| inverter | 3 | 11.3 |
| clock inverter | 1 | 5.00 |
Power and IR drop assume default switching activity.
